## run.sh

```bash
#!/bin/bash
# OpenROAD 26Q1-2900-gdf79404cd8, Yosys 0.63+post, stock flow scripts
make -C /OpenROAD-flow-scripts/flow DESIGN_CONFIG=/design/flow/config.mk WORK_HOME=/design/flow/orfs finish
```

## design.v

```verilog
`timescale 1ns / 1ps
module Registers
(
input clk,
input [4:0] ra0,
output reg [31:0] rd0,
input [4:0] ra1,
output reg [31:0] rd1,
input [4:0] wa,
input we,
input [31:0] wd,
input [4:0] debug_addr,
output reg [31:0] debug_data
    );
    reg[31:0] regfile[0:31];
    initial begin
        regfile[0]=32'b0;
    end
    always@(*)begin
        if(ra0 == wa)
            rd0 = wd;
        else
            rd0 = regfile[ra0];
        if(ra1 == wa)
            rd1 = wd;
        else
            rd1 = regfile[ra1];
        if(debug_addr == wa)
            debug_data = wd;
        else
            debug_data = regfile[debug_addr];
    end
    always @(posedge clk) begin
        if(we && wa!=5'b0)
            regfile[wa] <= wd;
    end
endmodule
```

## constraint.sdc

```tcl
current_design Registers

set clk_period 17.6
set clk_io_pct 0.2

create_clock -name clk0 -period $clk_period [get_ports {clk}]

set non_clock_inputs [all_inputs -no_clocks]
set_input_delay [expr $clk_period * $clk_io_pct] -clock clk0 $non_clock_inputs
set_output_delay [expr $clk_period * $clk_io_pct] -clock clk0 [all_outputs]
```

## config.mk

```make
export PLATFORM = sky130hd
export DESIGN_NAME = Registers
export DESIGN_NICKNAME = Registers
export VERILOG_FILES = /design/flow/design.v
export SDC_FILE = /design/flow/constraint.sdc
export NUM_CORES = 4
export LEC_CHECK = 1
export CORE_UTILIZATION = 50
```

==> impl.org <==
* Implementation run

** Layout
- Biggest register :: regfile
- The largest registers in the layout are regfile: 1024 flops.
- The layout summary lists the proportion of cells stronger than drive strength 1 as 36.9%.
- After the flow finishes, the layout carries non-filler instances totaling 4,719.
- Synthesis-to-layout area growth :: 12.5%
- Flip-flop count of the largest register after layout :: ~1,000

** Synthesis
- Yosys cell count :: just under 3,000
- Yosys reports that the most numerous cell types are sky130_fd_sc_hd__edfxtp_1 (1,024), sky130_fd_sc_hd__mux4_2 (769), sky130_fd_sc_hd__o22ai_1 (190).
- Ranked by total cell area, the synthesized netlist is headed by sky130_fd_sc_hd__edfxtp_1 (55%), sky130_fd_sc_hd__mux4_2 (31%), sky130_fd_sc_hd__o22ai_1 (2.1%), sky130_fd_sc_hd__mux2i_1 (1.7%), sky130_fd_sc_hd__a211oi_1 (1.3%).
- The synthesized design contains 1,024 enable-type register cells.
- Leading cell type by number of instances after synthesis :: sky130_fd_sc_hd__edfxtp_1
- Flip-flop and latch count after synthesis :: between 1,000 and 1,500
- Sorting the Yosys area breakdown by cell type puts at the top sky130_fd_sc_hd__edfxtp_1.
- In the synthesized netlist the async set-or-reset flop fraction comes to 0%.
- Cell count after synthesis :: about 3,000
- Sequential fraction of the synthesis area :: 54.8%
- Synthesis warning total :: 1
- Distinct cell type count after synthesis :: 33
- The area fraction of the largest cell type after synthesis is roughly 55%.
- Primary flip-flop cell chosen by synthesis mapping :: sky130_fd_sc_hd__edfxtp_1
- Yosys stat chip area :: 56,100 um2
- Averaged over all synthesized cells, the footprint is 18.9 um2.
- Post-synthesis instance area :: 56,100 um2

** Detailed routing
- The routed layout has around 36,000 vias.
- Nets still carrying antenna violations after routing amount to 0.
- Via count normalized by instance count :: between 7 and 8
- Drt wl/cell :: 43.8 um
- Detailed-route iteration 0 reported a violation count of 2,579.
- Drc violations :: 0
- The first detailed-routing pass took 5 iterations.
- In the post-route report, total wirelength is listed as between 200,000 and 250,000 um.

** Global routing
- Total GRT Usage :: 42.2%
- The first global-routing pass estimated 291,000 um of wire.
- The initial antenna violation count came to 7.
- Met1 Usage GRT :: between 40% and 50%
- GR Util met3 :: between 40% and 50%
- Via count of the first global-routing pass :: 39,700
- Entering global routing, the biggest net connects 78 pins.
- Most Crowded Layer GR :: met2
- After global routing the overflow that remains totals 0.
- GRT met2 Usage :: 55.5%

** Floorplan
- After floorplanning, the core was sized to cover 111,000 um2.
- Die x size :: between 300 and 400 um
- During I/O placement, the number of pins put on the boundary was roughly 150.
- Chip area :: 114,000 um2
- According to the floorplan log, the row count is 122.
- For this configuration, the core starts out at a cell density of about half.
- Vertical die dimension :: 337 um

** STA
- Share of the clock period used by the worst path after layout :: 64.7%
- The final report lists the setup-violating endpoint count as 0.
- Worst-margin pin slew :: about 0.99 ns
- Unrepaired setup endpoints after global routing :: no
- Hold violation total from the final report :: 0
- Maximum frequency from static timing analysis :: 87.8 MHz
- On the final layout, the worst hold slack is 3.65 ns.
- The slew check shows that the tightest pin keeps a relative margin of about 33%.
- Setup slack of the critical path after layout :: 6.21 ns
- Sum Neg Setup Slack :: 0 ns
- For the finished layout, the period the worst path requires is between 10 and 15 ns.
- Slew Viols, Final :: 0

** Power and ir drop
- Share of power burned in registers :: 46.6%
- Pint :: 0.00443 W
- Summed over all nets, the switching power comes to 0.00146 W.
- For this design the ratio of total power to cell area is 93.3 nW/um2.
- Of the total power, the clock network draws 40.0%.
- Leakage power summed over all cells :: 19.5 nW
- Net switching is about 25% of the power.
- Across the VDD grid, the largest voltage drop is 0.0763 mV.
- The flow reports that combinational logic draws 13.4% of the design power.

** Placement
- Final estimated routing congestion in global placement :: a little over 0.9
- Timing analysis after detailed placement gives a worst setup slack of 6.36 ns.
- Count of buffers from port buffering :: 149
- Count of placed standard cells including taps :: 4,502
- For this run the detailed placement stage logged an HPWL of 118,000 um.

** Worst setup path
- STA classifies the critical path startpoint as a primary input.
- Peak per-stage delay on the critical path :: 0.84 ns
- The OpenROAD report gives the critical path a data arrival time of 7.87 ns.
- Per STA, the endpoint of the critical path is rd0[24].
- The worst setup path is captured at a primary output.
- Category of cells accounting for the largest share of critical-path delay :: buffers and inverters
- By startpoint and endpoint, the worst setup path is classified as in2out.
- Crit path buf inv count :: 5
- OpenSTA lists the critical path startpoint as ra0[4].
- The report shows a maximum critical-path fanout of 19.
- All stages included, the depth of the critical timing path comes to 9.
- Critical-path cell with the highest stage delay :: sky130_fd_sc_hd__o31ai_1
- CP Data Required Time :: 14.08 ns
- Cell-by-cell listing of the critical path :: buf_2 -> buf_4 -> buf_4 -> or3b_2 -> buf_4 -> o22ai_1 -> a311o_1 -> o31ai_1 -> clkdlybuf4s50_1
- Top cell by count, worst path :: sky130_fd_sc_hd__buf_4

** Clocking
- TritonCTS built the clock tree.
- Number of clock sinks seen by CTS :: 1,024
- After clock tree synthesis, the setup repair step added 0 buffers.
- The report lists the number of cells resized after CTS as 0.
- H-tree depth :: 3
- Counting the buffers created by CTS gives 113.
- After clock tree synthesis, the flow added hold-fix buffers numbering 0.
- The tree is rooted in a sky130_fd_sc_hd__clkbuf_16.
- After clock tree synthesis, the clock-pin slew on the worst setup and hold paths is 0.06 ns.
- The clock passes through at most 3 buffers.

** Run
- Warnings raised by the tools during the run amount to 26.
- Maximum Capacitance Violations :: 0

** Status
- Run status :: finished, final reports clean

** Min path
- The min-delay analysis places its worst path in the category in2reg.
[cell usage in the layout, fill, tap and decap left out, types with 2 or more instances in the layout]
master and count:
sky130_fd_sc_hd__edfxtp_1 1024, sky130_fd_sc_hd__mux4_2 769, sky130_fd_sc_hd__o22ai_1 190, sky130_fd_sc_hd__buf_4 178, sky130_fd_sc_hd__clkdlybuf4s50_1 134, sky130_fd_sc_hd__clkbuf_16 119, sky130_fd_sc_hd__nor2b_1 98, sky130_fd_sc_hd__nand3_1 97
sky130_fd_sc_hd__mux2i_1 96, sky130_fd_sc_hd__a211oi_1 96, sky130_fd_sc_hd__o31ai_1 95, sky130_fd_sc_hd__a311o_1 69, sky130_fd_sc_hd__nor2_4 34, sky130_fd_sc_hd__conb_1 32, sky130_fd_sc_hd__clkinv_2 27, sky130_fd_sc_hd__a211o_1 26
sky130_fd_sc_hd__clkinv_1 26, sky130_fd_sc_hd__clkbuf_1 17, sky130_fd_sc_hd__xor2_1 15, sky130_fd_sc_hd__bufinv_16 10, sky130_fd_sc_hd__or3b_2 9, sky130_fd_sc_hd__buf_8 9, sky130_fd_sc_hd__diode_2 8, sky130_fd_sc_hd__nand3b_1 8
sky130_fd_sc_hd__clkinvlp_4 7, sky130_fd_sc_hd__buf_2 6, sky130_fd_sc_hd__nand2_1 4, sky130_fd_sc_hd__or3_2 3, sky130_fd_sc_hd__nand2b_2 3, sky130_fd_sc_hd__nor3_4 3, sky130_fd_sc_hd__and2_2 3, sky130_fd_sc_hd__buf_12 3
sky130_fd_sc_hd__inv_1 2, sky130_fd_sc_hd__nor2_1 2, sky130_fd_sc_hd__clkinv_4 2
[metal layers]
metal | vias up | part of all wire (%)
met5 | - | 0.41
met4 | 29 | 5.5
met3 | 671 | 23
met2 | 3606 | 44
met1 | 17600 | 27
li1 | 13600 | -
[metrics by stage]
step	util, %	total power, W	cell area, um2
3_3_place_gp	53.5	0.00356	59400
3_5_place_dp	53.5	0.00356	59400
6_report	56.8	0.00589	63100
5_1_grt	56.8	0.00603	63100
4_1_cts	56.8	0.00589	63100
2_1_floorplan	-	0.00322	56200
[cell type report]
class | count | area [um2]
Multi-Input combinational cell | 1658 | 23900
Sequential cell | 1024 | 30700
Clock inverter | 73 | 612
Tap cell | 1488 | 1860
Timing Repair Buffer | 330 | 2900
Clock buffer | 136 | 3040
Antenna cell | 8 | 20.0
Fill cell | 8056 | 47900
Inverter | 2 | 7.51
[how the worst min path moves through the flow]
stage / startpoint / end / slack, ns / depth (start not counted)
finish: wd[28] / regfile[21][28] / 3.65 / 2
CTS: wd[19] / regfile[19][19] / 3.62 / 2
global route: wd[17] / regfile[18][17] / 3.66 / 2
[kinds of logic (layout without fill, tap and decap cells)]
| kind of cell | Yosys count | in the layout | share of synthesized area, % |
|---|---|---|---|
| AND-OR/OR-AND | 479 | 479 | 6.37 |
| XOR/XNOR | 15 | 15 | 0.234 |
| buffers and inverters | 316 | 541 | 3.31 |
| flip-flops | 1024 | 1024 | 54.8 |
| multiplexers | 865 | 865 | 32.6 |
| other | 1 | 40 | 0.00669 |
| AND/OR/NAND/NOR | 267 | 267 | 2.67 |
[power by group through the flow]
stage	registers [W]	clock network, W	logic (W)
4_1_cts	0.00274	0.00237	0.000774
5_1_grt	0.00274	0.00247	0.000819
6_report	0.00274	0.00236	0.000788
Power figures rest on the tool's default switching activity, not on a simulated workload.

**/design/flow/config.mk**
```make
export PLATFORM = sky130hd
export DESIGN_NAME = PDU
export DESIGN_NICKNAME = PDU
export VERILOG_FILES = /design/flow/design.v
export SDC_FILE = /design/flow/constraint.sdc
export NUM_CORES = 4
export LEC_CHECK = 1
export CORE_AREA = 10 10 260 260
export DIE_AREA = 0 0 270 270
```
**/design/flow/constraint.sdc**
```tcl
current_design PDU

set clk_period 9.1
set clk_io_pct 0.2

create_clock -name clk0 -period $clk_period [get_ports {clk}]

set non_clock_inputs [all_inputs -no_clocks]
set_input_delay [expr $clk_period * $clk_io_pct] -clock clk0 $non_clock_inputs
set_output_delay [expr $clk_period * $clk_io_pct] -clock clk0 [all_outputs]
```
**/design/flow/run.sh**
```bash
#!/bin/bash
# OpenROAD 26Q1-2900-gdf79404cd8, Yosys 0.63+post, stock flow scripts
make -C /OpenROAD-flow-scripts/flow DESIGN_CONFIG=/design/flow/config.mk WORK_HOME=/design/flow/orfs finish
```
**/design/flow/design.v**
```verilog
`timescale 1ns / 1ps
module  PDU(
  input clk,
  input rst,
  input run, 
  input step,
  output clk_cpu,
  input valid,
  input [4:0] in,
  output [1:0] check,   
  output [4:0] out0,    
  output [2:0] an,      
  output [3:0] seg,
  output ready,         
  input [7:0] io_addr,
  input [31:0] io_dout,
  input io_we,
  output [31:0] io_din,
  output reg[7:0] m_rf_addr,
  input [31:0] rf_data,
  input [31:0] m_data,
  input [31:0] pcin, pc, pcd, pce,
  input [31:0] ir, imm, mdr,
  input [31:0] a, b, y, bm, yw,
  input [4:0]  rd, rdm, rdw,
  input [31:0] ctrl, ctrlm, ctrlw    
);
reg [4:0] in_r, in_2r;     
reg run_r, step_r, step_2r, valid_r, valid_2r;
wire step_p, valid_pn;     
wire pre_pn,next_pn;       
reg clk_cpu_r;       
reg [4:0] out0_r;    
reg [31:0] out1_r;
reg ready_r;
reg [19:0] cnt;      
reg [1:0] check_r;   
reg [7:0] io_din_a;  
reg [4:0] out0_a;
reg [31:0] out1_a;
reg [3:0] seg_a;
reg [4:0] cnt_m_rf;      
reg [1:0] cnt_ah_plr;    
reg [2:0] cnt_al_plr;    
wire [4:0] addr_plr ;  
reg [31:0] plr_data;   
initial begin
  clk_cpu_r <= 0;
  run_r <= 1;
end
assign clk_cpu = clk_cpu_r;
assign io_din = io_din_a;
assign check = check_r;
assign out0 = out0_a;
assign ready = ready_r;
assign seg = seg_a;
assign an = cnt[19:17];
assign step_p = step_r & ~step_2r;      
assign valid_pn = valid_r ^ valid_2r;   
assign pre_pn =in_r[1] ^in_2r[1];       
assign next_pn =in_r[0] ^in_2r[0];      
always @(posedge clk) begin
  run_r <= run;
  step_r <= step;
  step_2r <= step_r;
  valid_r <= valid;
  valid_2r <= valid_r;
  in_r <= in;   
  in_2r <= in_r;         
end
always @(posedge clk, posedge rst) begin
  if(rst)
    clk_cpu_r <= 0;
  else if (run_r)
    clk_cpu_r <= ~clk_cpu_r;
  else
    clk_cpu_r <= step_p;
end
always @* begin
  case (io_addr)
    8'h0c: io_din_a = {{27{1'b0}}, in_r};
    8'h10: io_din_a = {{31{1'b0}}, valid_r};
    default: io_din_a = 32'h0000_0000;
  endcase
end
always @(posedge clk, posedge rst) begin
if (rst) begin
  out0_r <= 5'h1f;
  out1_r <= 32'h1234_5678;
  ready_r <= 1'b1;
end
else if (io_we)
  case (io_addr)
    8'h00: out0_r <= io_dout[4:0];
    8'h04: ready_r <= io_dout[0];
    8'h08: out1_r <= io_dout;
    default: ;
  endcase
end
always @(posedge clk, posedge rst) begin
  if (rst) cnt_m_rf <= 5'b0_0000;
  else if (step_p)
	cnt_m_rf <= 5'b0_0000;
  else if (next_pn)
	cnt_m_rf <= cnt_m_rf + 5'b0_0001;
  else if (pre_pn)
	cnt_m_rf <= cnt_m_rf - 5'b0_0001;
end
always @(posedge clk, posedge rst) begin
  if (rst) cnt_ah_plr <= 2'b00;
  else if (step_p)
    cnt_ah_plr <= 2'b00;
  else if (pre_pn)
	cnt_ah_plr <= cnt_ah_plr + 2'b01;
end
always @(posedge clk, posedge rst) begin
  if (rst) cnt_al_plr <= 3'b000;
  else if (step_p)
	cnt_al_plr <= 3'b000;
  else if (next_pn)
	if (cnt_ah_plr==2'b01)
		if (cnt_al_plr == 3'b101)
			cnt_al_plr <= 3'b000;
		else cnt_al_plr <= cnt_al_plr + 3'b001;
	else begin
		cnt_al_plr [2] = 1'b0;
		cnt_al_plr [1:0] <= cnt_al_plr[1:0] + 2'b01; 
	end
end
assign  addr_plr = {cnt_ah_plr,cnt_al_plr};   
always @(*) begin
  case (check_r[1])
    1'b0: 
	  m_rf_addr = {3'b000,cnt_m_rf};
    1'b1:
	  m_rf_addr = {in_r[4:2],cnt_m_rf};   
  endcase
end
always @(*)begin
  case (cnt_ah_plr)
  2'b00:
      case (cnt_al_plr[1:0])
      2'b00: plr_data = pc;
      2'b01: plr_data = pcd;
      2'b10: plr_data = ir;
      2'b11: plr_data = pcin;
      endcase
   2'b01:
   begin
      case (cnt_al_plr)
      3'b000: plr_data = pce;
      3'b001: plr_data = a;
      3'b010: plr_data = b;
      3'b011: plr_data = imm;
      3'b100: plr_data = {{27{1'b0}},rd};
      3'b101: plr_data = ctrl;
      default: plr_data = pce;
      endcase
    end
    2'b10:
      case (cnt_al_plr[1:0])
      2'b00: plr_data = y;
      2'b01: plr_data = bm;
      2'b10: plr_data = {{27{1'b0}},rdm};
      2'b11: plr_data = ctrlm;
      endcase
    2'b11:
      case (cnt_al_plr[1:0])
      2'b00: plr_data = yw;
      2'b01: plr_data = mdr;
      2'b10: plr_data = {{27{1'b0}},rdw};
      2'b11: plr_data = ctrlw;
      endcase
    endcase
end
always @(posedge clk, posedge rst) begin
if(rst)
    check_r <= 2'b00;            
  else if(run_r)
    check_r <= 2'b00;
  else if (step_p)
    check_r <= 2'b00;
  else if (valid_pn)
    check_r <= check - 2'b01;
end
always @(*)begin
  case (check_r)
    2'b00: begin
      out0_a = out0_r;
      out1_a = out1_r;
    end
    2'b01: begin
      out0_a = cnt_m_rf;
      out1_a = rf_data;
    end
    2'b10: begin
      out0_a = cnt_m_rf;
      out1_a = m_data;
    end
    2'b11: begin
      out0_a = addr_plr;
      out1_a = plr_data;     
    end
  endcase
end
always @(posedge clk, posedge rst) begin
  if (rst) cnt <= 20'h0_0000;
  else cnt <= cnt + 20'h0_0001;
end
always @* begin
  case (an)
    3'd0: seg_a = out1_a[3:0];
    3'd1: seg_a = out1_a[7:4];
    3'd2: seg_a = out1_a[11:8];
    3'd3: seg_a = out1_a[15:12];
    3'd4: seg_a = out1_a[19:16];
    3'd5: seg_a = out1_a[23:20];
    3'd6: seg_a = out1_a[27:24];
    3'd7: seg_a = out1_a[31:28];
    default: ;
  endcase
end
endmodule
```
==> metrics.csv <==
stage,metric,value,unit
yosys,syn-cell-area,8330,µm²
yosys,synth.cellmix.simpleShare,0.114,
clock_tree,numCtsBuffers,9,
placement,portBuffers,638,
drt,via_count,11500,
sta,slew_violations,0,
yosys,ys_sh_adder,0.0294,
yosys,edf_count,0,
floorplanning,fp_util,0.135,
yosys,ys_chip_area,8330,µm²
critical_path,cp_top_family,AND-OR/OR-AND gates,
floorplanning,dieWidth,270,µm
yosys,ys.flop_type,dfrtp_1,
yosys,postSynthSeqShare,0.245,
clock_tree,htree_levels,3,
placement,hpwlAfterDp,65200,µm
global_routing,grt_max_degree,68,
critical_path,cp_data_arrival_time,5.23,ns
floorplanning,die_h,270,µm
drt,drtIter0Drc,944,
critical_path,worst_setup_path_start_kind,input pin,
yosys,syn_inst,1034,
floorplanning,core.rowCount,91,
yosys,aoi_share,0.397,
critical_path,ff2ff_setup_slack,7.13,ns
critical_path,worstSetupPathType,input pin to primary output,
finish,syn_to_final_growth,91.6,%
yosys,xor_share,0.0284,
critical_path,cp_num_buf_inv,3,
clock_tree,post_cts_buffers,0,
pwr,ir_worst_vdd,0.0000854,V
yosys,netlist_top_cells_count,"o21ai_0 (112), nand2_1 (91), clkbuf_1 (74)",
floorplanning,dieArea,72900,µm²
global_routing,grt_pass1_vias,12000,
floorplanning,core,61800,µm²
finish,final_layout_size_suffix_gt1_frac,0.0905,
pwr,leakage,0.00569,µW
critical_path,r2r-end,cnt_m_rf[4],
clock_tree,cts_tree,built,
yosys,avgSynthCellArea,8.05,µm²
yosys,async_flop_share,0.855,
clock_tree,clockBufferDepth,2,
clock_tree,cts_resized,0,
critical_path,cp_slowest_cell,a2111oi_0,
placement,gp_congestion,0.956,
drt,vias_per_cell,4.64,
drt,dr.pass1.iters,9,
global_routing,antenna_found_initial,38,
drt,ant_nets,0,
clock_tree,path_clk_slew,0.06,ns
sta,fin_hold_ws,0.348,ns
critical_path,critPathMaxStageDelay,0.98,ns
run,tool_warnings,35,
drt,wire_per_inst,30.9,µm
critical_path,r2r_start,in_r[0],
drt,drc_errors,0,
yosys,ys_types,64,
clock_tree,clk-insertion-delay-late,0.37,ns
yosys,ys_cells,1034,
yosys,synth.most_common_cell,o21ai_0,
pwr,power_density,148,nW/µm²
sta,worst_pin_slew,1.07,ns
critical_path,crit_fanout,1,
critical_path,cp-end-kind,primary output,
yosys,synth_flops,83,
min_path,hold-path-cell-count,0,
sta,setup_viol,0,
sta,rsz0062_at_grt,no,
floorplanning,ios,666,
sta,period_used_share,0.774,
yosys,synth_warnings,1,
status,run_status,"complete, no violations",
critical_path,rr_worst_depth,9,
critical_path,critPathRequiredTime,7.28,ns
run,maxCapViolations,0,
critical_path,crit_chain,clkdlybuf4s50_1 > mux2_2 > a222oi_1 > o21ai_0 > a2111oi_0 > buf_4 > o21ai_0 > o211ai_1 > a31oi_1 > clkdlybuf4s50_1,
global_routing,grt_overflow,0,
yosys,top_area_frac,0.156,
clock_tree,cts_sinks,83,
finish,fillers,6616,
sta,hold_viol_final,0,
drt,wirelength,76500,µm
min_path,hold_path_end,step_2r,
sta,relSlewSlack,0.269,
global_routing,grt_usage,0.203,
sta,fin_crit,7.05,ns
min_path,hp-start,step_r,
sta,final.setup.tns,0,ns
sta,finClkSkew,0.00920,ns
yosys,synth_top_cell_by_area,dfrtp_1,
min_path,hold_class,flip-flop to flip-flop,
yosys,mux_area_frac,0.0900,
sta,fmax,142,MHz
global_routing,grt_pass1_wl,101000,µm
clock_tree,cts_hold_buf,0,
yosys,area_leaders,"dfrtp_1 (16%), mux2_2 (7.2%), o21ai_0 (6.7%)",
yosys,topCombFamilyByArea,AND-OR/OR-AND gates,
finish,utilization,0.258,
clock_tree,cts_root_buffer,clkbuf_16,
cells in the final DEF, fill, tap and decap left out, types with 13 or more instances in the layout:
master / count
a21oi_1: 34
a221o_1: 29
a221oi_1: 56
a222oi_1: 44
a22oi_1: 58
a31oi_1: 20
buf_4: 42
clkdlybuf4s50_1: 638
conb_1: 27
dfrtp_1: 51
dfstp_2: 19
diode_2: 14
inv_1: 40
mux2_2: 53
nand2_1: 90
nand3_1: 21
nor2_1: 54
o211ai_1: 13
o21ai_0: 112
o221ai_1: 15
xnor2_1: 17
layout make-up:
class / count / area [µm²] / area share
Antenna cell: 14 / 35.0 / 0.00220
Clock inverter: 3 / 46.3 / 0.00290
Timing Repair Buffer: 680 / 6700 / 0.420
Inverter: 42 / 158 / 0.00988
Tap cell: 837 / 1050 / 0.0656
Clock buffer: 13 / 260 / 0.0163
Multi-Input combinational cell: 803 / 5660 / 0.355
Sequential cell: 83 / 2040 / 0.128
logic make-up (layout without fill, tap and decap cells):
logic type | Yosys count | count (layout)
adder cells (fa/ha/maj) | 19 | 19
AND/OR/NAND/NOR | 212 | 212
AND-OR/OR-AND | 451 | 451
flip-flops | 83 | 83
other | 1 | 41
buffers and inverters | 174 | 738
XOR/XNOR | 27 | 27
multiplexers | 67 | 67
per-layer routing:
layer  global-route usage  vias up  wire length, µm
met3               0.0934       91             8560
met5               0.0115        -              344
met1                0.246     5514            30400
li1                     -     5215                -
met4               0.0358       38             1300
met2                0.329      625            35900
worst register-to-register path, delay by kind of cell, from the launching register on:
family	cells	cell delay (ns)
buffers and inverters	1	0.19
adder cells (fa/ha/maj)	1	0.42
XOR/XNOR	2	0.30
flip-flops	1	0.33
AND/OR/NAND/NOR	2	0.14
AND-OR/OR-AND	3	0.49
stage by stage:
stage               total power, µW  instance area (µm²)  worst slack (ns)  instances
floorplan                      1100                 8430              3.83       1060
global placement               1990                15600              2.06       2445
detailed placement             2000                15600              2.11       2445
CTS                            2410                15900              2.08       2461
global route                   2510                15900              1.88       2469
finish                         2370                16000              2.05       2475
how the worst max path moves through the flow:
stage	startpoint	end	slack (ns)	cells past startpoint
finish	a[5]	seg[1]	2.05	10
CTS	cnt_al_plr[0]	seg[0]	2.08	12
global route	cnt_al_plr[0]	seg[1]	1.88	13
registers in the layout, indices dropped and copies added, names as in the netlist:
name,cells
out0_r,5
valid_r,1
in_2r,2
in_r,5
ready_r,1
step_2r,1
cnt_m_rf,5
valid_2r,1
step_r,1
cnt,20
clk_cpu_r,1
cnt_al_plr,3
out1_r,32
run_r,1
cnt_ah_plr,2
check_r,2
power by group:
part / switching (µW) / total [µW] / internal [µW]
Combinational: 937 / 1540 / 605
Sequential: 31.5 / 431 / 399
Clock: 163 / 392 / 229
Total: 1130 / 2370 / 1230
No activity file was given, so power comes from the tool's default toggle rates.

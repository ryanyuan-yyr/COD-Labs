File: design.v
`timescale 1ns / 1ps
module attempt(
input clk,
input rst,
output txd
    );
    reg tx_ready;
    reg [7:0] tx_data;
    wire tx_rd;
    tx tx(.clk(clk), .rst(rst), .tx_ready(tx_ready), .tx_data(tx_data), .tx_rd(tx_rd), .tx(txd));
    reg [63:0] counter;
    initial begin
        counter = 64'b0;
        tx_data = 8'd48;
        tx_ready = 1;
    end
    always @(posedge clk) begin
        if(tx_rd)begin
            if(counter == 64'h02)begin
                tx_data <= 8'h0a;
                counter <= counter + 1;
                tx_ready <= 1;
            end
            else if(counter < 64'h02)begin
                tx_data <= tx_data + 1;
                counter <= counter + 1;
                tx_ready <= 1;
            end
            else
                tx_ready <= 0;
        end
    end
endmodule
module tx (
    input clk,
    input rst,
    input tx_ready,
    input [7:0] tx_data,
    output reg tx,
    output reg tx_rd
);
  parameter DIV_CNT = 10'd867;
  parameter HDIV_CNT = 10'd433;
  parameter TX_CNT = 4'h9;
  parameter C_IDLE = 1'b0;
  parameter C_TX = 1'b1;
  reg curr_state, next_state;
  reg [9:0] div_cnt;
  reg [4:0] tx_cnt;
  reg [7:0] tx_reg;
  initial begin
    curr_state = C_IDLE;
    div_cnt = 10'h0;
    tx_cnt = 4'h0;
    tx_rd = 1'b0;
    tx_reg = 8'h0;
    tx = 1'b1;
  end
  always @(posedge clk or posedge rst) begin
    if (rst) curr_state <= C_IDLE;
    else curr_state <= next_state;
  end
  always @(*) begin
    case (curr_state)
      C_IDLE:
      if (tx_ready == 1'b1) next_state = C_TX;
      else next_state = C_IDLE;
      C_TX:
      if ((div_cnt == DIV_CNT) && (tx_cnt >= TX_CNT)) next_state = C_IDLE;
      else next_state = C_TX;
    endcase
  end
  always @(posedge clk or posedge rst) begin
    if (rst) div_cnt <= 10'h0;
    else if (curr_state == C_TX) begin
      if (div_cnt >= DIV_CNT) div_cnt <= 10'h0;
      else div_cnt <= div_cnt + 10'h1;
    end else div_cnt <= 10'h0;
  end
  always @(posedge clk or posedge rst) begin
    if (rst) tx_cnt <= 4'h0;
    else if (curr_state == C_TX) begin
      if (div_cnt == DIV_CNT) tx_cnt <= tx_cnt + 1'b1;
    end else tx_cnt <= 4'h0;
  end
  always @(posedge clk or posedge rst) begin
    if (rst) tx_rd <= 1'b0;
    else if ((curr_state == C_IDLE) && (tx_ready == 1'b1)) tx_rd <= 1'b1;
    else tx_rd <= 1'b0;
  end
  always @(posedge clk or posedge rst) begin
    if (rst) tx_reg <= 8'b0;
    else if ((curr_state == C_IDLE) && (tx_ready == 1'b1)) tx_reg <= tx_data;
  end
  always @(posedge clk or posedge rst) begin
    if (rst) tx <= 1'b1;
    else if (curr_state == C_IDLE) tx <= 1'b1;
    else if (div_cnt == 10'h0) begin
      case (tx_cnt)
        4'h0: tx <= 1'b0;
        4'h1: tx <= tx_reg[0];
        4'h2: tx <= tx_reg[1];
        4'h3: tx <= tx_reg[2];
        4'h4: tx <= tx_reg[3];
        4'h5: tx <= tx_reg[4];
        4'h6: tx <= tx_reg[5];
        4'h7: tx <= tx_reg[6];
        4'h8: tx <= tx_reg[7];
        4'h9: tx <= 1'b1;
      endcase
    end
  end
endmodule
File: run.sh
#!/bin/bash
# OpenROAD 26Q1-2900-gdf79404cd8, Yosys 0.63+post, stock flow scripts
make -C /OpenROAD-flow-scripts/flow DESIGN_CONFIG=/design/flow/config.mk WORK_HOME=/design/flow/orfs finish
File: config.mk
export PLATFORM = sky130hd
export DESIGN_NAME = attempt
export DESIGN_NICKNAME = attempt
export VERILOG_FILES = /design/flow/design.v
export SDC_FILE = /design/flow/constraint.sdc
export NUM_CORES = 4
export LEC_CHECK = 1
export CORE_UTILIZATION = 40
File: constraint.sdc
current_design attempt

set clk_period 14.4
set clk_io_pct 0.2

create_clock -name clk0 -period $clk_period [get_ports {clk}]

set non_clock_inputs [all_inputs -no_clocks]
set_input_delay [expr $clk_period * $clk_io_pct] -clock clk0 $non_clock_inputs
set_output_delay [expr $clk_period * $clk_io_pct] -clock clk0 [all_outputs]
==> out/qor.yml <==
min_path_type: "reg -> reg"
dieArea_um2: 13480
synth_seq_share: 0.5461
p_total_mw: 0.5377
clkSlewWorstSetupHoldPaths_ps: 70
grtUsageMet1: 0.2546
grt_pass1_wl_mm: 15.28
via_per_inst: 5.188
synth.area.top_cells: "edfxtp_1 42%, dfrtp_1 12%, xor2_1 7.4%"
pre_cts_ws_ps: 10570
critPathMaxStageDelay_ps: 530
yosys_cells: 454
ant_nets: 0
slew_headroom: 0.4386
die_w_um: 116.1
dp_hpwl_mm: 5.822
cpMaxStageDelayCell: "dfstp_2"
design.portCount: 3
wl_per_cell_um: 13.82
track_usage: 0.1500
path_buffers: 1
finalCritPeriodShare: 0.2907
numCtsBuffers: 9
worstHoldPathCells: 0
initCoreUtil: 0.4110
grt-busiest-layer: "met1"
syn2layout_area_growth_pct: 9.418
dr.pass1.iters: 4
crit_cells: 1
vdd_drop_max_uv: 61.51
cts_root_buffer: "clkbuf_16"
syn_area_um2: 5207
status: "completed"
hold_start: "tx.tx_rd"
skew_ps: 5.356
met2_usage: 0.2226
min_to: "tx_ready"
synth_flops: 99
cap_violations: 0
cts_tree: "built"
portBuffers: 2
clock.fmax_mhz: 238.9
openroad.warnings: 30
hold_viol_final: 0
clock_path_buffers: 2
rrSetupSlack_ps: 10920
crit_family: "flip-flops"
top_area_frac: 0.4210
num_antenna_cells: 0
drt_iter0_markers: 163
cellPowerDensity_nw_per_um2: 94.37
coreArea_um2: 12670
critPathRequiredTime_ps: 11520
reg2reg_depth: 6
startpoint_type: "flip-flop"
num_rows: 41
crit_chain: "clkdlybuf4s50_1"
synth.avg_cell_area_um2: 11.47
p_leak_nw: 1.889
grtUsageMet3: 0.02960
routed_wl_mm: 8.804
rr_endpoint: "counter[4]"
tns_ps: 0
ys_warn_count: 2
num_vias: 3305
arrival_ps: 1310
yosys.area.top_type: "edfxtp_1"
yosys.cell_types.count: 42
finalMaxSlewViolations: 0
antenna_found_initial: 0
critPathMaxFanout: 2
largest_register_ffs: 64
fill_cells: 1161
grt_overflow_total: 0
cts_max_level: 3
crit_path_end_kind: "output port"
path_class: "reg -> out"
reg2reg_from: "counter[60]"
post_cts_buffers: 0
rsz0062_at_grt: "false"
insertion_delay_ps: 340
cts_num_sinks: 99
place_congestion: 0.8191
grt_pass1_vias: 3143
grt_max_degree: 46
setup_violations: 0
drive_above_1_share: 0.09462
hold_buffers: 0
cts.repair.resized: 0
drcViolationCount: 0
synth-area-yosys_um2: 5207
die_h_um: 116.1
syn_inst: 454
setup_ws_ps: 10210
period_minus_slack_ps: 4186
worstMarginPinSlew_ps: 834.4
==> through the flow <==
step / instances / hold slack [ps] / area, µm² / util
floorplan: 454 / 442.7 / 5207 / -
global placement: 621 / 462.6 / 5409 / 0.4269
detailed placement: 621 / 451.1 / 5409 / 0.4269
CTS: 637 / 470.3 / 5698 / 0.4497
global route: 637 / 499.8 / 5698 / 0.4497
finish: 637 / 466.9 / 5698 / 0.4497
==> cells by family (layout without fill, tap and decap cells) <==
group                    Yosys count  count (layout)  synth area share
AND-OR/OR-AND                     18              18           0.02234
XOR/XNOR                          79              79            0.1329
adder cells (fa/ha/maj)            9               9           0.02162
buffers and inverters             31              42           0.02547
flip-flops                        99              99            0.5461
multiplexers                      10              10           0.02114
AND/OR/NAND/NOR                  208             208            0.2304
==> cell usage in the layout (no fill, tap or decap), types with 3 or more instances in the layout <==
master / instances
edfxtp_1: 73
xor2_1: 44
nor2_1: 39
xnor2_1: 35
nand2_1: 34
nand3_1: 28
nor4_1: 26
dfrtp_1: 25
inv_1: 22
nand4_1: 18
nor3_1: 13
clkbuf_16: 10
and3_1: 9
nor3_2: 9
ha_1: 9
mux2_2: 8
and4_1: 6
and2_1: 6
o21ai_0: 4
nor3b_1: 4
nand2b_1: 4
a21oi_1: 3
nor4_4: 3
clkinv_2: 3
==> final cells by class <==
class / instances / area [µm²] / share of cell area
flip-flops and latches: 99 / 2844 / 0.4991
clock inverters: 4 / 21.27 / 0.003733
clock buffers: 12 / 267.8 / 0.04699
inverters: 22 / 82.58 / 0.01449
repair buffers: 4 / 35.03 / 0.006148
well taps: 172 / 215.2 / 0.03777
multi-input cells: 324 / 2232 / 0.3917
==> layer usage <==
layer / up-vias / routed length [µm] / part of all wire
met1: 1595 / 4548 / 0.52
met2: 33 / 3891 / 0.44
li1: 1670 / - / -
met5: - / 0 / 0
met3: 7 / 269 / 0.031
met4: 0 / 94 / 0.011
==> how the worst max path moves through the flow <==
| stage | end | slack (ps) | from |
|---|---|---|---|
| after CTS | txd | 10190 | tx.tx |
| after global routing | txd | 10170 | tx.tx |
| final | txd | 10210 | tx.tx |
==> Yosys cell counts <==
master	number
edfxtp_1	73
xor2_1	44
nor2_1	39
xnor2_1	35
nand2_1	34
nand3_1	28
nor4_1	26
dfrtp_1	25
inv_1	22
nand4_1	18
nor3_1	13
and3_1	9
ha_1	9
nor3_2	9
mux2_2	8
and2_1	7
and4_1	6
clkbuf_1	6
nand2b_1	4
nor3b_1	4
o21ai_0	4
a21oi_1	3
nor4_4	3
a21boi_0	2
a31oi_1	2
buf_6	2
mux2i_1	2
nand3_2	2
o211ai_1	2
a22oi_1	1
a311oi_1	1
a31o_2	1
and3b_1	1
buf_2	1
dfstp_2	1
nand3b_1	1
nand4_2	1
nand4_4	1
nor2b_1	1
o21bai_1	1
o22ai_1	1
or4_1	1
==> power breakdown <==
part           leakage, nW  internal [mW]  switching (mW)
clock                0.148          0.132           0.101
combinational         1.02       0.000436         0.00141
sequential           0.717          0.303               0
Power and IR drop assume default switching activity.
